File: flow/design.v
module ps2_reader (
	input i_clk,
	input i_ps2_clk,
	input i_ps2_data,
	output [7:0] o_data,
	output o_data_valid
);
parameter IDLE = 3'b000;
parameter START_BIT = 3'b001;
parameter DATA_BIT = 3'b010;
parameter PARITY_BIT = 3'b011;
parameter STOP_BIT = 3'b100;
parameter END = 3'b101;
wire w_falling_edge;
reg r_ps2_clk;
reg r_ps2_clk_last;
reg [2:0] r_state = 0;
reg [2:0] r_index = 0;
reg [7:0] r_data;
reg r_parity_bit;
reg r_data_valid ;
reg [15:0] r_counter = 0;
	always @ (posedge i_clk)
	begin
		if(r_state != IDLE) r_counter <= r_counter + 16'd1;
		else r_counter <= 0;
		if(r_counter == 16'd50000) 
		begin
			r_counter <= 0;
			r_state <= IDLE;
		end
		else r_state <= r_state;
		case(r_state)
			IDLE:
			begin
				r_data_valid <= 0;
				r_index <= 0;
				if(w_falling_edge) r_state <= START_BIT;
				else r_state <= IDLE;
			end
			START_BIT:
			begin
				if(i_ps2_data == 0) r_state <= DATA_BIT;
				else r_state <= IDLE;
			end
			DATA_BIT:
			begin
				if(w_falling_edge)
				begin
					r_data[r_index] <= i_ps2_data;
					if(r_index<7)
					begin
						r_index <= r_index + 3'd1;
						r_state <= DATA_BIT;
					end
					else
					begin
						r_index <= 0;
						r_state <= PARITY_BIT;
					end
				end
				else r_state <= DATA_BIT;
			end
			PARITY_BIT:
			begin
				if(w_falling_edge)
				begin
					r_parity_bit <= i_ps2_data;
					r_state <= STOP_BIT;
				end
				else r_state <= PARITY_BIT;
			end
			STOP_BIT:
			begin
				if(w_falling_edge)
				begin
					if(i_ps2_data == 1'b1) 
					begin
						if(^{r_data, r_parity_bit}) r_data_valid <= 1'b1;
						else r_data_valid <= 1'b0;
						r_state <= END;
					end
					else r_state <= IDLE;
				end
				else r_state <= STOP_BIT;
			end
			END:
			begin
				r_data_valid <= 1'b0;
				r_state <= IDLE;
			end
			default:
			begin
				r_state <= IDLE;
			end
		endcase
		r_ps2_clk_last <= r_ps2_clk;
		r_ps2_clk <= i_ps2_clk;
	end
	assign w_falling_edge = r_ps2_clk_last && ~r_ps2_clk;
	assign o_data = r_data;
	assign o_data_valid = r_data_valid;
endmodule
File: flow/run.sh
#!/bin/bash
# OpenROAD 26Q1-2900-gdf79404cd8, Yosys 0.63+post, stock flow scripts
make -C /OpenROAD-flow-scripts/flow DESIGN_CONFIG=/design/flow/config.mk WORK_HOME=/design/flow/orfs finish
File: flow/config.mk
export PLATFORM = sky130hd
export DESIGN_NAME = ps2_reader
export DESIGN_NICKNAME = ps2_reader
export VERILOG_FILES = /design/flow/design.v
export SDC_FILE = /design/flow/constraint.sdc
export NUM_CORES = 4
export LEC_CHECK = 1
export CORE_AREA = 10 10 91 91
export DIE_AREA = 0 0 101 101
File: flow/constraint.sdc
current_design ps2_reader

set clk_period 2.6
set clk_io_pct 0.2

create_clock -name clk0 -period $clk_period [get_ports {i_clk}]

set non_clock_inputs [all_inputs -no_clocks]
set_input_delay [expr $clk_period * $clk_io_pct] -clock clk0 $non_clock_inputs
set_output_delay [expr $clk_period * $clk_io_pct] -clock clk0 [all_outputs]
==> summary.rpt <==
=== SYNTHESIS / PLACE & ROUTE SUMMARY ===
----------------------------------------------------
[Run]
  Max-cap violations ........................ 0
  Tool warning count ........................ 28

[Synth]
  Post-synthesis cell type with the largest combined area ........................ sky130_fd_sc_hd__edfxtp_1
  Post-Synthesis Cell Area ........................ between 1000 and 1500 um^2
  Ranking of synthesized cells by area ........................ sky130_fd_sc_hd__edfxtp_1, sky130_fd_sc_hd__dfxtp_1, sky130_fd_sc_hd__ha_1
  Count of unique library cells instantiated by Yosys ........................ 35
  FFs w/ async S/R, synth ........................ 0
  Number of enable-type register cells in the synthesized netlist ........................ 13
  Number of warnings printed during yosys synthesis ........................ 1
  Post-synthesis instance total ........................ 87
  Number of cells in the yosys synthesis report ........................ between 80 and 90
  Fraction of post-synthesis cell area in the top cell type by area ........................ 0.3852
  Post-synth regs ........................ 18
  Main flop type ........................ sky130_fd_sc_hd__edfxtp_1
  Synth Area per Inst ........................ around 12 um^2
  Fraction of the yosys area taken by sequential cells ........................ 0.4840
  Area figure in the yosys stat output ........................ slightly above 1000 um^2

[Worst setup path]
  CP startpoint kind ........................ register
  Data required time of the worst path ........................ 2600 ps
  Worst Path Class, Setup ........................ reg -> reg
  R2R Path End ........................ r_data[2]
  Worst flop-to-flop path startpoint ........................ r_index[0]
  Worst reg-to-reg path cell count ........................ 5
  Worst Setup End Kind ........................ register
  Arrival @ worst endpoint ........................ ~2100 ps
  Setup slack, reg-to-reg ........................ roughly 500 ps
  Largest fanout on the critical path ........................ 12

[Pwr]
  Power density over cell area ........................ about 1000 nW/um^2
  Leakage power of the design ........................ ~0.44 nW
  Max VDD drop ........................ about 0.00034 V

[Drt]
  Initial DRC Count ........................ 39
  Ant diodes ........................ 0
  Detailed-route vias per instance ........................ between 3 and 4
  Sum of routed wire length over all layers ........................ 1800 um
  DR vias ........................ roughly 640
  Antenna viol nets, final ........................ 0
  Detail-routed net length per standard cell ........................ approximately 10 um
  Total DRC errors in the routed layout ........................ 0
  Number of search-and-repair iterations in the first detailed-routing pass ........................ 4

[Clock tree]
  Total clock buffers created by CTS ........................ 3
  Clock Tree Root ........................ sky130_fd_sc_hd__clkbuf_8
  Clk slew on worst S/H paths ........................ approximately 70 ps
  Clock tree from TritonCTS ........................ done
  Clock insertion delay at the later pin of the skew report ........................ approximately 250 ps
  Post-cts gate resize count ........................ 0
  Number of H-tree levels ........................ 1
  Cts hold-fix bufs ........................ 0
  Maximum buffer depth of the clock tree ........................ 2
  Number of buffers added for setup after CTS ........................ 0
  Clock sink total ........................ 18

[Floorplan]
  Die Width ........................ slightly above 100 um
  Pre-Place Util ........................ 0.1596
  # IOs ........................ 12
  Core Box Area ........................ 6350 um^2
  Site row count ........................ 29
  Die span in y ........................ a little over 100 um
  Die Size ........................ 10,200 um^2

[STA]
  F_max ........................ about 0.48 GHz
  Unrepaired setup endpoints after global routing ........................ false
  Worst-margin pin slew ........................ just over 700 ps
  Setup total negative slack ........................ 0 ps
  Period minus WS final ........................ about 2100 ps
  Number of failing hold endpoints at the final stage ........................ 0
  Total of endpoints with negative setup slack in the final report ........................ 0
  Pins over their slew limit ........................ 0
  Fin Clk Skew ........................ 3.905 ps
  Portion of the clock cycle consumed by the worst path in the final layout ........................ 0.8030
  Max transition margin ........................ 0.5241

[Placement]
  Port-buffer cells ........................ 11
  HPWL after detailed placement ........................ ~1400 um
  Final weighted congestion in routability-driven placement ........................ roughly 0.83

[GRT]
  Gr ovfl total ........................ 0
  Number of global-route vias before repair ........................ slightly above 600
  Global-route wire length before repair ........................ about 3000 um
  Gr usage total ........................ 0.03557
  Initial antenna violation count ........................ 0
  Pin count of the biggest net entering global routing ........................ 13

[Hold path]
  Hold crit path type ........................ reg -> reg
  Hold Path Origin ........................ r_ps2_clk
  Endpoint, Worst Hold ........................ r_ps2_clk_last
  Worst hold path cell count ........................ 0

[Final layout]
  Area growth from synthesis to final layout ........................ 22.10%
  Final cell utilization of the core ........................ 0.1949
  Ratio of cells with drive above 1 in the final layout ........................ 0.08247
  Fill count ........................ approximately 670

[Outcome]
  Result of the run ........................ completed

----------------------------------------------------
[synthesized netlist by cell type (3+ instances only)]
cell and count:
sky130_fd_sc_hd__dfxtp_1 5, sky130_fd_sc_hd__nor2b_1 3, sky130_fd_sc_hd__nor2_1 9, sky130_fd_sc_hd__nand3_1 3, sky130_fd_sc_hd__xnor2_1 3, sky130_fd_sc_hd__ha_1 4, sky130_fd_sc_hd__nand2_1 7, sky130_fd_sc_hd__clkbuf_1 3
sky130_fd_sc_hd__inv_1 3, sky130_fd_sc_hd__o2bb2ai_1 4, sky130_fd_sc_hd__edfxtp_1 13
[logic make-up (layout without fill, tap and decap cells)]
group | Yosys count | count (layout) | share of synthesized area
flops | 18 | 18 | 0.4840
compound gates | 12 | 12 | 0.09136
buf+inv | 8 | 18 | 0.03826
mux | 5 | 5 | 0.05432
fa+ha+maj | 4 | 4 | 0.04938
simple gates | 31 | 31 | 0.1630
xor+xnor | 9 | 9 | 0.1198
[cell usage in the layout (no fill, tap or decap), types with 2 or more instances in the layout]
master,count
sky130_fd_sc_hd__mux2_1,2
sky130_fd_sc_hd__xor2_1,2
sky130_fd_sc_hd__xnor3_1,2
sky130_fd_sc_hd__xnor2_1,3
sky130_fd_sc_hd__ha_1,4
sky130_fd_sc_hd__o22ai_1,2
sky130_fd_sc_hd__dfxtp_1,5
sky130_fd_sc_hd__o2bb2ai_1,4
sky130_fd_sc_hd__edfxtp_1,13
sky130_fd_sc_hd__inv_1,3
sky130_fd_sc_hd__nand3_1,3
sky130_fd_sc_hd__mux2_2,2
sky130_fd_sc_hd__nor2_1,9
sky130_fd_sc_hd__clkdlybuf4s50_1,11
sky130_fd_sc_hd__clkbuf_8,3
sky130_fd_sc_hd__nand2b_1,2
sky130_fd_sc_hd__nor2b_1,3
sky130_fd_sc_hd__nand2_1,7
[how the worst max path moves through the flow]
stage	startpoint	endpoint	slack [ps]	cells past startpoint
after global routing	r_index[0]	r_data[4]	380	5
final	r_index[0]	r_data[2]	510	5
after CTS	r_index[0]	r_data[4]	490	5
[through the flow]
stage               area, um^2  hold slack [ps]  instances  worst slack (ps)  total power, mW
floorplan                 1013            343.0         87             671.3           0.9711
global placement          1192            358.6        170             512.6            1.092
detailed placement        1192            362.6        170             500.5            1.100
CTS                       1237            372.1        174             491.5            1.303
global route              1237            378.1        174             377.1            1.392
finish                    1237            368.5        174             512.1            1.281
[registers in the layout (all words and copies together), names as in the netlist]
| register | count |
|---|---|
| r_data | 8 |
| r_index | 3 |
| r_data_valid | 1 |
| r_ps2_clk_last | 1 |
| r_ps2_clk | 1 |
| r_state | 3 |
| r_parity_bit | 1 |
[power by group]
part	leakage, nW	total [mW]	switching, mW	internal [mW]
Combinational	0.247	0.550	0.259	0.291
Clock	0.0231	0.194	0.0890	0.105
Sequential	0.164	0.537	0.112	0.425
Total	0.435	1.28	0.460	0.821
[cell type report]
class                      instances  area [um^2]  share of cell area
clock buffer                       3        41.29             0.03337
sequential                        18        490.5              0.3964
inverter                           3        11.26            0.009100
multi-input combinational         61        484.2              0.3913
clock inverter                     1        3.754            0.003033
tap                               77        96.34             0.07786
timing repair buffer              11        110.1             0.08898
[worst max-delay path: stages, from the launching register on]
cell	delay (ps)
sky130_fd_sc_hd__edfxtp_1	570
sky130_fd_sc_hd__inv_1	80
sky130_fd_sc_hd__ha_1	280
sky130_fd_sc_hd__xor2_2	200
sky130_fd_sc_hd__nor4b_1	330
sky130_fd_sc_hd__mux2_1	360
[per-layer routing]
metal,part of all wire,up-vias,GRT usage,wire (um)
li1,-,334,-,-
met1,0.50,301,0.05370,896
met2,0.44,9,0.04963,791
met3,0.062,0,0.01386,112
met4,0,0,0.001072,0
met5,0,-,0,0
Power and IR drop assume default switching activity.
