`/design/flow/config.mk`:
```
export PLATFORM = sky130hd
export DESIGN_NAME = uart_tx
export DESIGN_NICKNAME = uart_tx
export VERILOG_FILES = /design/flow/design.v
export SDC_FILE = /design/flow/constraint.sdc
export NUM_CORES = 4
export LEC_CHECK = 1
export CORE_AREA = 10 10 96 96
export DIE_AREA = 0 0 106 106
```
`/design/flow/constraint.sdc`:
```
current_design uart_tx

set clk_period 3.6
set clk_io_pct 0.2

create_clock -name clk0 -period $clk_period [get_ports {i_clk}]

set non_clock_inputs [all_inputs -no_clocks]
set_input_delay [expr $clk_period * $clk_io_pct] -clock clk0 $non_clock_inputs
set_output_delay [expr $clk_period * $clk_io_pct] -clock clk0 [all_outputs]
```
`/design/flow/design.v`:
```
module uart_tx (
	input i_clk,
	input [7:0] i_data,
	input i_send,
	output o_busy,
	output o_tx
);
parameter CLK_COUNT = 434;	 
parameter IDLE = 3'b000;
parameter START_BIT = 3'b001;
parameter DATA_BIT = 3'b010;
parameter STOP_BIT = 3'b011;
reg [2:0] r_state = 0;
reg [12:0] r_counter = 0;
reg [2:0] r_index = 0;
reg r_tx = 1'b1;
reg r_busy = 1'b0;
reg [7:0] r_data;
always @ (posedge i_clk)
	begin
		case(r_state)
			IDLE:
			begin
				r_tx <= 1'b1;
				r_busy <= 1'b0;
				r_counter <= 0;
				r_index <= 0;
				if(i_send == 1'b1) 
				begin
					r_data <= i_data;
					r_busy <= 1'b1;
					r_state <= START_BIT;
				end
				else r_state <= IDLE;
			end
			START_BIT:
			begin
				r_tx <= 1'b0;			
				if(r_counter == CLK_COUNT-1)
				begin
						r_counter <= 0;
						r_state <= DATA_BIT;
				end
				else 
				begin
					r_counter <= r_counter + 1;
					r_state <= START_BIT;
				end
			end
			DATA_BIT:
			begin
				r_tx <= r_data[r_index];
				if(r_counter == CLK_COUNT-1)
				begin
					r_counter <= 0;
					if(r_index<7)
					begin
						r_index <= r_index + 1;
						r_state <= DATA_BIT;
					end
					else
					begin
						r_index <= 0;
						r_state <= STOP_BIT;
					end
				end
				else 
				begin
					r_counter <= r_counter + 1;
					r_state <= DATA_BIT;
				end
			end
			STOP_BIT:
			begin
				r_tx <= 1'b1;
				if(r_counter == CLK_COUNT-1)
				begin
						r_counter <= 0;
						r_busy <= 1'b0;
						r_state <= IDLE;
				end
				else 
				begin
					r_counter <= r_counter + 1;
					r_state <= STOP_BIT;
				end
			end
			default:
			begin
				r_state <= IDLE;
			end
		endcase
	end
	assign o_busy = r_busy;
	assign o_tx = r_tx;
endmodule
```
`/design/flow/run.sh`:
```
#!/bin/bash
# OpenROAD 26Q1-2900-gdf79404cd8, Yosys 0.63+post, stock flow scripts
make -C /OpenROAD-flow-scripts/flow DESIGN_CONFIG=/design/flow/config.mk WORK_HOME=/design/flow/orfs finish
```
==> impl_metrics.csv <==
group,metric,value,unit
run_status,run_status,"complete, no violations",
pwr,power.leakage,0.585,nW
timing,slew_viol_final,0,
detailed_routing,wl,2560,µm
worst_setup_path,cp.required,3600,ps
detailed_routing,routed-via-count,957,
min_path,hold_end,"r_counter[0]",
detailed_routing,wl_met1,1320,µm
timing,clock.fmax,0.441,GHz
timing,finalCriticalPeriod,2270,ps
min_path,whs_path_depth,1,
synthesis,yosysUniqueCellTypes,39,
die,fp.dieW,106,µm
die,rows,31,
worst_setup_path,path_max_fanout,11,
run,tool_warnings,30,
final_layout,n_fill_cell,774,
die,core_area,7210,µm²
pwr,peakVddDrop,0.000169,V
detailed_routing,antenna_left,0,
timing,worst_pin_slew,821,ps
timing,setup_viol,0,
detailed_routing,wire_per_inst,11.0,µm
synthesis,ys_chip_area,1470,µm²
timing,tns,0,ps
cts,cts_resized,0,
global_routing,antenna_found_initial,0,
synthesis,top_area_cell,"edfxtp_1",
synthesis,area_leaders,"edfxtp_1 (53%), ha_1 (6.8%), dfxtp_1 (2.7%)",
timing,fin_skew,8.03,ps
cts,h-tree-depth,1,
global_routing,track_usage,0.0462,
worst_setup_path,r2r_slack,1330,ps
cts,hold_buffers,0,
final_layout,layout_top_cell,"edfxtp_1",
detailed_routing,route.met3.wl,85,µm
final_layout,drive_above_1_share,0.0827,
detailed_routing,top_layer,"met4",
final_layout,area_growth,18.8,%
cts,clock-root-buffer,"clkbuf_8",
placement,routabilityCongestion,0.779,
detailed_routing,drc,0,
placement,dp_cells,228,
placement,io_buffer_count,11,
cts,cts_tree,"yes",
die,dieHeight,106,µm
worst_setup_path,r2r_cells,5,
worst_setup_path,worstReg2RegEnd,"r_counter[4]",
min_path,worstHoldPathType,"register to register",
global_routing,grt_pass1_vias,944,
worst_setup_path,reg2reg_from,"r_counter[1]",
detailed_routing,first_iter_violations,49,
synthesis,syn_area_per_cell,12.2,µm²
detailed_routing,met2_length,1100,µm
timing,rsz0062_at_grt,"no",
run,maxCapViolations,0,
detailed_routing,antenna_cells,0,
global_routing,grt-ovfl-total,0,
timing,period_used_share,0.630,
detailed_routing,drtPass1Iterations,4,
final_layout,layout_top_cells,"edfxtp_1 (26), clkdlybuf4s50_1 (11), ha_1 (8)",
worst_setup_path,critPathArrivalTime,2270,ps
synthesis,top_area_frac,0.530,
worst_setup_path,worstSetupStartpointType,"register",
die,initCoreUtil,0.204,
die,io_pins,12,
synthesis,ys_cells,121,
worst_setup_path,crit_type,"register to register",
synthesis,ys_warn_count,1,
worst_setup_path,end_kind,"register",
die,chipArea,11200,µm²
pwr,power_density,611,nW/µm²
final_layout,design_area,1750,µm²
synthesis,synth-seq-cells,28,
timing,final-hold-violation-count,0,
final_layout,final_cells,232,
global_routing,grt_pass1_wl,4460,µm
min_path,hp-start,"r_counter[0]",
detailed_routing,routed_via_density,4.13,
synthesis,seq_area_frac_synth,0.557,
global_routing,grt_max_degree,16,
synthesis,netlist_instances,121,
cts,ctsLongestPathBuffers,2,
placement,hpwl,1860,µm
cts,clkSinkCount,28,
cts,post_cts_buffers,0,
cts,clk_pin_slew,90,ps
cts,cts_buffers,3,
synthesis,synth_area,1470,µm²
placement,dpl_cell_area,1700,µm²
timing,slew_headroom,0.450,
pwr,power.total,1.07,mW
timing,holdWs,666,ps
cts,clkLatencyLatePin,270,ps
[per-stage QoR]
step / setup slack (ps) / util
2_1_floorplan: 1690 / -
5_1_grt: 1150 / 0.243
4_1_cts: 1300 / 0.243
3_5_place_dp: 1340 / 0.235
6_report: 1330 / 0.243
3_3_place_gp: 1400 / 0.235
[how the worst max path moves through the flow]
stage	to	start	slack (ps)
4_1_cts	r_counter[4]	r_counter[1]	1300
6_report	r_counter[4]	r_counter[1]	1330
5_1_grt	r_counter[4]	r_counter[1]	1150
[state kept, by name, indices dropped and copies added (netlist names)]
| name | count |
|---|---|
| r_busy | 1 |
| r_counter | 13 |
| r_data | 8 |
| r_index | 3 |
| r_state | 2 |
| r_tx | 1 |
[Yosys cell counts, drive strengths merged]
cell type	n
edfxtp	26
ha	8
a21oi	7
inv	7
nor2	7
nand2	5
o31ai	5
or4	5
nand3	4
nor2b	4
mux2i	3
nand2b	3
nand4	3
o21ai	3
or3	3
a211o	2
clkbuf	2
dfxtp	2
mux2	2
o31a	2
xnor2	2
a21boi	1
a22o	1
a31oi	1
and2	1
and4	1
buf	1
conb	1
mux4	1
nand3b	1
nor3	1
nor4	1
o32ai	1
o41ai	1
or2	1
or4b	1
xor2	1
[cell families (layout without fill, tap and decap cells)]
| logic type | count (synthesis) | count (layout) | synth area share |
|---|---|---|---|
| and+or+nand+nor | 41 | 41 | 0.164 |
| DFF | 28 | 28 | 0.557 |
| AOI/OAI and AO/OA | 24 | 24 | 0.114 |
| buffers and inverters | 10 | 22 | 0.0263 |
| adders and majority gates | 8 | 8 | 0.0679 |
| muxes | 6 | 6 | 0.0509 |
| xor gates and xnor gates | 3 | 3 | 0.0178 |
| other | 1 | 1 | 0.00254 |
[critical path: stages, from the launching register on]
cell,delay [ps]
edfxtp_1,450
inv_1,90
ha_1,140
or4b_4,490
o31ai_2,720
nor2_1,110
[area by class of cell]
type,count,area [µm²],area share
inverters,7,26.3,0.0150
clock buffers,4,55.1,0.0315
multi-input cells,83,614,0.351
well taps,99,124,0.0708
repair buffers,11,110,0.0629
flip-flops and latches,28,821,0.469
[where the power goes]
| part | leakage [nW] | switching, mW | internal, mW | total (mW) |
|---|---|---|---|---|
| sequential | 0.281 | 0.0964 | 0.489 | 0.586 |
| combinational | 0.276 | 0.158 | 0.135 | 0.293 |
| clock | 0.0288 | 0.0930 | 0.0977 | 0.191 |
[layer usage]
metal / vias to the layer above / GRT usage
met5: - / 0
met3: 2 / 0.00979
li1: 487 / -
met4: 0 / 0.00870
met2: 14 / 0.0671
met1: 454 / 0.0703
Power is estimated from default activity; no workload was simulated.
