==> /design/flow/design.v <==
module ps2_interpreter (
	input i_clk,
	input [7:0] i_data,
	input i_convert,
	output [7:0] o_code,
	output o_code_valid
);
parameter IDLE = 2'b00;
parameter DATA_BYTE = 2'b01;
parameter DECODE = 2'b010;
parameter END = 2'b11;
localparam keyW = 8'h1D; 
localparam keyS = 8'h1B; 
localparam keyA = 8'h1C; 
localparam keyD = 8'h23; 
localparam keyUP = 8'h75;
localparam keyDOWN = 8'h72;
localparam keyLEFT = 8'h6B;
localparam keyRIGHT = 8'h74;
reg [2:0] r_state = 0;
reg [2:0] r_index = 0;
reg [7:0] r_data [0:2];
reg [7:0] r_code;
reg r_code_valid ;
reg [17:0] r_counter = 0;
	always @ (posedge i_clk)
	begin
		case (r_state)
			IDLE:
			begin
				r_counter <= 18'b0;
				r_code_valid <= 0;
				r_index <=0;
				if(i_convert == 1'b1) r_state <= DATA_BYTE;
				else r_state <= IDLE;
			end
			DATA_BYTE:
			begin
				if(r_counter == 0) r_data[r_index] <= i_data;
				else r_data[r_index] <= r_data[r_index];
				if(r_counter == 18'd250000)
				begin
					r_counter <= 18'b0;
					r_state <= DECODE;
				end
				else if(i_convert == 1'b1)
				begin
					if(r_index<2)
					begin
						r_counter <= 18'b0;
						r_index <= r_index + 1;
						r_state <= DATA_BYTE;
					end
					else
					begin
						r_counter <= 18'b0;
						r_index <= 0;
						r_state <= DECODE;
					end
				end
				else 
				begin
					r_counter <= r_counter + 18'd1;
					r_state <= DATA_BYTE;
				end
			end
			DECODE:
			begin
				case(r_data[0])
					keyW: r_code <= 8'h57;
					keyS: r_code <= 8'h53;
					keyA: r_code <= 8'h41;
					keyD: r_code <= 8'h44;
					8'hF0:
					begin
						case(r_data[1])
							keyW: r_code <= 8'h77;
							keyS: r_code <= 8'h73;
							keyA: r_code <= 8'h61;
							keyD: r_code <= 8'h64;
							default: r_code <= 8'h3F;
						endcase
					end
					8'hE0:
					begin
						case(r_data[1])
							keyUP: r_code <= 8'h30;
							keyDOWN: r_code <= 8'h31;
							keyLEFT: r_code <= 8'h32;
							keyRIGHT: r_code <= 8'h33;
							8'hF0:
							begin
								case(r_data[2])
									keyUP: r_code <= 8'h2B;
									keyDOWN: r_code <= 8'h2D;
									keyLEFT: r_code <= 8'h2F;
									keyRIGHT: r_code <= 8'h2A;
									default: r_code <= 8'h3F;
								endcase
							end
							default: r_code <= 8'h3F;
						endcase
					end
					default: r_code <= 8'h3F;
				endcase
				r_state <= END;
			end
			END:
			begin
				r_code_valid <= 1'b1;
				r_state <= IDLE;
			end
			default:
			begin
				r_state <= IDLE;
			end
		endcase
	end
	assign o_code = r_code;
	assign o_code_valid = r_code_valid;
endmodule
==> /design/flow/run.sh <==
#!/bin/bash
# OpenROAD 26Q1-2900-gdf79404cd8, Yosys 0.63+post, stock flow scripts
make -C /OpenROAD-flow-scripts/flow DESIGN_CONFIG=/design/flow/config.mk WORK_HOME=/design/flow/orfs finish
==> /design/flow/config.mk <==
export PLATFORM = sky130hd
export DESIGN_NAME = ps2_interpreter
export DESIGN_NICKNAME = ps2_interpreter
export VERILOG_FILES = /design/flow/design.v
export SDC_FILE = /design/flow/constraint.sdc
export NUM_CORES = 4
export LEC_CHECK = 1
export CORE_UTILIZATION = 50
==> /design/flow/constraint.sdc <==
current_design ps2_interpreter

set clk_period 3.3
set clk_io_pct 0.2

create_clock -name clk0 -period $clk_period [get_ports {i_clk}]

set non_clock_inputs [all_inputs -no_clocks]
set_input_delay [expr $clk_period * $clk_io_pct] -clock clk0 $non_clock_inputs
set_output_delay [expr $clk_period * $clk_io_pct] -clock clk0 [all_outputs]
==> results.txt <==
Results of the full flow below.

Yosys:
- The run gives the dominant cell type by area after synthesis as edfxtp_1.
- Before any placement, the netlist area is recorded as ~0.003 sq mm.
- Yosys attributes the largest share of cell area to edfxtp_1, ha_1, nor2_2.
- The run gives the number of instances in the synthesized netlist as 243.
- The run gives the unique cell type count in the Yosys netlist as 61.
- Yosys reports that the leading cell type by area covers a little over half of the netlist area.
- The run gives the post-synthesis share of cell area spent on and, or, nand and nor gates as 23.2%.
- The run puts the xor/xnor cell area share of the yosys netlist at between 3 and 4%.
- The run gives the largest family of logic cells by area as simple AND/OR/NAND/NOR gates.
- The run gives the number of enable flip-flop cells as 53.
- The run gives the part of the Yosys area used for sequential elements as between 50% and 60%.
- The cell-mix breakdown from Yosys lists the compound-gate area share as 10.7%.
- The run puts the share of flip-flops with an asynchronous set or reset at 0%.
- The run gives the commonest register cell after synthesis as edfxtp_1.
- The run puts the area fraction in mux cells at 0%.
- The run puts the cell count listed in synth_stat.txt at 243.
- The run puts the post-synthesis register bit count at 55.
- Each instance of the synthesized netlist takes up on average 12.3 sq um.
- The run gives the synthesis warning total as 1.
- Per the synthesis report, the adder-cell share of the synthesized area is 4.17%.
- The run gives the summed standard-cell area reported by yosys as 0.00300 sq mm.

Clocking:
- Clock tree synthesis found a total of 55 sinks.
- The run puts the deepest level of the CTS H-tree at 2.
- The clock passes through at most 2 buffers.
- The registers of the reported paths see a clock transition of 0.10 ns.
- The run gives the source-to-sink clock delay at the later pin of the worst-skew pair as 0.31 ns.
- Looking at the clock tree report, the root buffer type is clkbuf_8.
- The run gives the TritonCTS clock tree as yes.
- The run puts the CTS buffer count at 5.
- Post-CTS repair changed the size of 0 cells.
- Buffers added to address setup during post-CTS repair amount to 0.
- In this run, post-CTS hold repair placed 0 buffers.

Place:
- In this run the cell area measured after placement is 0.00320 sq mm.
- Detailed placement finished with a half-perimeter wire length of 3890 um.
- The run puts the total instance count after detailed placement at 326.
- Buffers placed on the I/O ports in this run total 17.
- At the end of routability-driven placement, the weighted congestion stood at 0.835.
- STA on the placed design reports a worst setup slack of about 1 ns.

STA:
- The critical path in the final layout is reported with a setup slack of 0.965 ns.
- The run puts the transition at the pin with the smallest max-transition slack at 0.602 ns.
- OpenROAD reports that the post-layout worst path occupies 70.8% of the period.
- The run gives the maximum achievable frequency as 428 MHz.
- The run puts the worst clock skew at 0.00806 ns.
- The run puts the relative max-transition margin at 59.3%.
- The run puts the max-slew violation count at 0.
- Setup repair after global routing left no endpoint under its margin.
- The run puts the final-report setup violation count at 0.
- The run gives the final critical-path required period as 2.34 ns.
- Counting endpoints that fail hold in the final report gives 0.
- The run gives the final setup TNS as 0 ns.

Worst setup path:
- STA classifies the critical path endpoint as a flop.
- Per the timing report, the most critical flop-to-flop path originates at r_counter[0]$_SDFFCE_PP0P_.
- Among all stages on the critical path, the largest delay is contributed by o311ai_4.
- The run puts the arrival time of the worst setup path at 2.39 ns.
- STA classifies the critical path startpoint as a flop.
- The kind of cell with the highest combined delay along the critical path is AND-OR/OR-AND gates.
- The run gives the critical path start-end classification as reg2reg.
- The run gives the start point of the critical path as r_counter[0]$_SDFFCE_PP0P_.
- STA puts the critical path data required time at 3.35 ns.
- In this design, the stage delay of the slowest critical-path cell is 0.63 ns.
- The run puts the sum of buffers and inverters on the critical path at 2.
- The report lists the cells along the critical path as inv_1, ha_1, nor4b_2, nand3_2, o311ai_4, buf_4, a21oi_1.
- The run puts the peak fanout along the critical path at 10.

Die:
- The run puts the die outline width at 79.4 um.
- The run puts the core box area at about 0.0056 sq mm.
- The run gives the die outline height as 79.4 um.
- The run puts the area of the chip at 0.00631 sq mm.
- The run gives the floorplan row count as 27.
- The run gives the number of top-level design ports as 19.
- In the floorplan report the effective utilization is 53.1%.

Outcome:
- The flow ran to the end, and the final reports show no timing, DRC or antenna violations.

Global routing:
- The run gives the initial antenna violation count as 0.
- The run gives the total global routing overflow as 0.
- The run gives the first-pass GRT wire length as 8530 um.
- The number of global-route vias before repair was 1751.
- Entering global routing, the biggest net connects 20 pins.
- The run puts the total global-route track usage at 18.8%.

Finish:
- Among logic cells in the layout, the one with the most instances is edfxtp_1.
- The run puts the non-filler instance count after layout at 334.
- The run gives the area added between synthesis and finish as 9.85%.
- Per the cell usage report, the commonest logic cells after layout are edfxtp_1, clkdlybuf4s50_1, inv_1.
- After routing the design area is 0.00329 sq mm.
- The run gives the filler cell count as 463.
- The post-route netlist has between 10 and 15% of its cells at a drive strength greater than 1.

Hold path:
- The run gives the startpoint of the tightest hold check path as r_state[0]$_DFF_P_.
- The most critical min-delay path falls under reg2reg.

Routing:
- The run gives the aggregate routed wire length as roughly 5200 um.
- The run puts the number of DRC violations after detailed-routing iteration 0 at 124.
- The run puts the DRC violation count after routing at 0.
- For this run, the detailed router reports a per-instance via density of 5.70.
- The run gives the number of antenna repair diodes as 0.
- Summing over every cut layer, the via total after detailed routing is 1903.
- After detailed routing, the average wire length per cell comes to about 16 um.
- The run gives the first-pass iteration count of the detailed router as 4.
- The run gives the number of antenna-violating nets in the routed design as 0.

Run:
- The run puts the warning total across the stage logs at 33.
- The tool flagged a number of max-cap violations equal to 0.

Pwr:
- Across the VDD grid, the largest voltage drop is about 0.00045 V.
- The run puts the power per cell area at 628 mW/mm^2.
- For this design the static power due to leakage is roughly 1.1 nW.
## cell type report
class                   instances  area, sq um  area share, %
clock buffers                   5         68.8           2.09
clock inverters                 3         26.3          0.798
inverters                      13         48.8           1.48
multi-input cells             168         1250           38.0
flip-flops and latches         55         1630           49.5
well taps                      72         90.1           2.74
repair buffers                 18          178           5.40
## final timing paths
path                                      end  slack [ns]  cells after the start
setup / recovery  r_counter[17]$_SDFFCE_PP0P_        0.96                      7
hold / removal             r_state[1]$_DFF_P_        0.55                      1
setup reg to reg  r_counter[17]$_SDFFCE_PP0P_        0.96                      7
hold reg to reg            r_state[1]$_DFF_P_        0.55                      1
## sequential cells by signal (all words and copies together), names as in the netlist
name          flops
r_data           24
r_counter        18
r_code            7
r_index           3
r_state           2
r_code_valid      1
## cell usage after synthesis (all sizes together), types with 3 or more instances
library cell / count
edfxtp: 53
nor2: 22
inv: 13
a21oi: 11
nand3: 11
ha: 10
nand2: 10
nand4: 9
and3: 7
buf: 7
xnor2: 7
nor4bb: 6
o21ai: 6
xor2: 5
nor4b: 4
o211ai: 4
or3b: 4
and2: 3
nand4b: 3
nor2b: 3
nor4: 3
o311ai: 3
## power by group
| part | switching, mW | total (mW) | internal, mW | leakage (nW) |
|---|---|---|---|---|
| clock | 0.230 | 0.386 | 0.157 | 0.0491 |
| sequential | 0.188 | 1.17 | 0.986 | 0.516 |
| combinational | 0.298 | 0.508 | 0.210 | 0.533 |
| total | 0.715 | 2.07 | 1.35 | 1.10 |
## kinds of logic after synthesis
kind of cell / count (synthesis)
AND/OR/NAND/NOR: 102
flip-flops: 55
AND-OR/OR-AND: 43
buffers and inverters: 20
XOR/XNOR: 12
adder cells (fa/ha/maj): 10
other: 1
## per-stage QoR
| step | power, mW | utilization (%) | hold slack [ns] |
|---|---|---|---|
| after floorplan | 1.56 | - | 0.487 |
| after global placement | 1.70 | 56.7 | 0.519 |
| after detailed placement | 1.70 | 56.7 | 0.532 |
| after CTS | 2.09 | 58.4 | 0.547 |
| after global routing | 2.20 | 58.4 | 0.594 |
| final | 2.07 | 58.4 | 0.547 |
## routing by layer
metal / GRT usage, % / vias up / share of wire (%)
met5: 0 / - / 0
met4: 1.64 / 0 / 0.80
li1: - / 972 / -
met2: 25.1 / 56 / 39
met1: 34.3 / 870 / 53
met3: 5.22 / 5 / 6.9
Power and IR drop assume default switching activity.
